File: flow/config.mk
export PLATFORM = sky130hd
export DESIGN_NAME = apb_top
export DESIGN_NICKNAME = apb_top
export VERILOG_FILES = /design/flow/design.v
export SDC_FILE = /design/flow/constraint.sdc
export NUM_CORES = 4
export LEC_CHECK = 1
export CORE_UTILIZATION = 40
File: flow/constraint.sdc
current_design apb_top

set clk_period 1.8
set clk_io_pct 0.2

create_clock -name clk0 -period $clk_period [get_ports {pclk}]

set non_clock_inputs [all_inputs -no_clocks]
set_input_delay [expr $clk_period * $clk_io_pct] -clock clk0 $non_clock_inputs
set_output_delay [expr $clk_period * $clk_io_pct] -clock clk0 [all_outputs]
File: flow/run.sh
#!/bin/bash
# OpenROAD 26Q1-2900-gdf79404cd8, Yosys 0.63+post, stock flow scripts
make -C /OpenROAD-flow-scripts/flow DESIGN_CONFIG=/design/flow/config.mk WORK_HOME=/design/flow/orfs finish
File: flow/design.v
`timescale 1ns/1ps
module apb_top(
 input pclk, preset, transfer, read_write,
 input [8:0] apb_write_paddr, apb_read_paddr,
 input [7:0] apb_write_data,
 output [7:0] apb_read_data
);
  wire pready, pwrite, psel1, psel2, penable;
  wire [7:0] prdata, pwdata;
  wire [8:0] paddr;
  master mast (
    .pclk(pclk),
    .preset(preset),
    .transfer(transfer),
    .read_write(read_write),
    .pready(pready),
    .pwrite(pwrite),
    .psel1(psel1),
    .psel2(psel2),
    .penable(penable),
    .apb_write_data(apb_write_data),
    .prdata(prdata),
    .apb_write_paddr(apb_write_paddr),
    .apb_read_paddr(apb_read_paddr),
    .apb_read_data(apb_read_data),
    .pwdata(pwdata),
    .paddr(paddr),
    .perror()
  );
  slaver1 slv1 (
    .pwrite(pwrite),
    .psel(psel1),
    .penable(penable),
    .pclk(pclk),
    .preset(preset),
    .paddr(paddr[7:0]),
    .pwdata(pwdata),
    .prdata(prdata),
    .pready(pready)
  );
endmodule
`timescale 1ns/1ps
module master (
  input pclk,preset,transfer,read_write,pready,
  output reg pwrite,penable,
  output psel1,psel2,
  input [7:0] apb_write_data,prdata,
  input [8:0] apb_write_paddr,apb_read_paddr,
  output reg [7:0] apb_read_data,pwdata,
  output reg [8:0] paddr,
  output perror
);
  reg [1:0] state=0, next_state=0;
  reg invalid_setup_error,
      setup_error,
      invalid_read_paddr,
      invalid_write_paddr,
      invalid_write_data ;
  localparam IDLE=2'b00,
             SETUP=2'b01,
             ENABLE=2'b10;
  always @(posedge pclk) begin
    if(preset) 
      state <= IDLE;
    else
        state<=next_state;
  end
  always @(*) begin
    if(preset)
    next_state<=IDLE;
    else begin
      pwrite<= (read_write) ? 1'b0 : 1'b1;
    case(state)
      IDLE: begin
        penable<=1'b0;
        if(transfer) 
          next_state<=SETUP;
        else
          next_state<=IDLE;
      end
      SETUP: begin
        penable<=1'b0;
        if(transfer && !perror) begin
          if(read_write)begin
            paddr<=apb_read_paddr;
          end
          else begin
            paddr<=apb_write_paddr;
            pwdata<=apb_write_data;
          end
          next_state<=ENABLE;
        end
         else begin
           next_state<=IDLE;
         end
      end
      ENABLE: begin
        if(transfer && !perror ) begin
          if (psel1 || psel2) begin
               penable<=1'b1;
            if (pready) begin
              if(read_write) begin
                apb_read_data<=prdata;
                next_state<=SETUP;
              end
              else begin
                next_state<=SETUP;
              end
            end
              else
              next_state<=ENABLE;
          end
          end  
        else
          next_state<=IDLE;
        end  
      default : next_state<=IDLE;
    endcase
    end  
  end   
  assign {psel1,psel2} = ((state != IDLE) ? (paddr[8]) ? {1'b1,1'b0} : {1'b1,1'b0} :2'b00);
  always @(*) begin
    if(preset) begin
      setup_error<=0;
      invalid_read_paddr<=0;
      invalid_write_paddr<=0;
      invalid_write_data<=0;
    end
    else begin
      if(state == IDLE && next_state == ENABLE)
        setup_error<=1;
      else
        setup_error<=0;
      if(apb_write_data == 8'bxxxxxxxx && !read_write && (state==SETUP || state== ENABLE))
              invalid_write_data<=1;
      else
        invalid_write_data<=0;
      if(apb_write_paddr == 9'bxxxxxxxxx && !read_write && (state==SETUP || state== ENABLE))
              invalid_write_paddr<=1;
      else
        invalid_write_paddr<=0;
      if(apb_read_paddr == 9'bxxxxxxxxx && read_write && (state==SETUP || state== ENABLE))
              invalid_read_paddr<=1;
      else
        invalid_read_paddr<=0;
      if(state == SETUP) begin
        if(pwrite) begin
          if(apb_write_data == pwdata && apb_write_paddr == paddr)
            setup_error=0;
          else 
            setup_error=1;
        end
        else begin
          if(apb_read_paddr == paddr)
            setup_error=0;
          else
            setup_error=1;
        end
      end
      else 
        setup_error=0;
    end   
    invalid_setup_error = setup_error ||  invalid_read_paddr || invalid_write_data || invalid_write_paddr  ;
  end              
  assign perror = invalid_setup_error;
endmodule
`timescale 1ns/1ps
module slaver1(
  input pwrite,psel,penable,pclk,preset,
  input [7:0] paddr,pwdata,
  output reg [7:0] prdata,
  output reg pready
);
integer i;
  reg [7:0] mem [1023:0];
  initial begin
    for ( i = 0; i < 1024; i = i + 1) begin
      mem[i] = 8'b0;
    end
  end
  always @(*) begin
    if(preset)
      pready <=0;
    else begin
      if(psel && pwrite && penable)begin
        pready<=1;
        mem[paddr]<=pwdata;
      end
      else if(psel && !pwrite && penable)begin
         pready<=1;
        prdata<= mem[paddr];
      end
      else
        pready<=0;
    end
  end 
endmodule
==> flow_summary.yaml <==
# physical design summary
final_timing:
  rsz0062_at_grt: "no"
  slew_headroom: -0.0416
  setup_viol: 0
  unconstrained_endpoints: 2093
  worst_pin_slew_ns: 1.56
  fin_tns_setup_ns: 0
  unclocked_regs: 2085
  period_minus_slack_ns: 0.955
  fin_crit_sh: 0.531
  setup_slack_ns: 0.845
  fmax_ghz: 1.05
  slew_viol_final: 9
  hold_viol_final: 0
  holdWs_ns: 0.876
run:
  warnings: 30
  max-cap-violations: 2
route:
  ant_nets: 0
  dr_total_vias: 51800
  dr_wl_met2_um: 140000
  wl_met3_um: 77700
  top_layer: "met5"
  vias_per_cell: 7.74
  wl_per_cell_um: 58.5
  first_pass_iters: 10
  drtIter0Drc: 7964
  wirelength_um: 391000
  drc: 0
  wl_met1_um: 123000
setup_path:
  slowest_delay_ns: 0.60
  path_max_fanout: 8
  path_cells: "clkdlybuf4s50_1 > nor2b_1"
  end_kind: "flip-flop"
  cpLargestDelayFamily: "buffers and inverters"
  critPathKind: "in -> reg"
  crit_path_start_kind: "input port"
  slowest_stage: "clkdlybuf4s50_1"
  crit_arrival_ns: 1.05
  required_ns: 1.90
  cp-startpoint: "preset"
  cp.buffers_inverters: 1
clock_network:
  cts_tree: "built"
  root_buffer: "clkbuf_16"
  cts_max_level: 1
  cts_resized: 0
  cts_buffer_depth: 2
  cts_buffers: 3
  cts.clk_slew.worst_paths_ns: 0.03
  hold_buffers: 0
  post_cts_buffers: 0
global_route:
  gr-total-overflow: 0
  grt_max_degree: 82
  grt_use_total: 0.665
  grt_pass1_wl_um: 488000
  antenna_found_initial: 125
  grt_pass1_vias: 44100
floorplanning:
  rows: 126
  die-area_um2: 121000
  fp_util: 0.404
  coreArea_um2: 118000
  die_h_um: 348
  ioPinCount: 38
  die_width_um: 348
power_and_ir_drop:
  power-per-cell-area_nw_per_um2: 183
  leakage_nw: 22.7
  vdd_ir_drop_max_mv: 0.523
placement:
  place_worst_setup_slack_ns: 0.633
  dp_hpwl_um: 268000
  gp_congestion: 1.25
  dp.cells: 6427
  portBuffers: 37
logic_synthesis:
  ys_cells: 4731
  ys_ff: 2087
  synth_top_flop_cell: "dlxtn_1"
  syn_area_per_cell_um2: 10.1
  async_reset_ff_frac: 0
  ys_chip_area_um2: 47800
  syn-cell-area_um2: 47800
  yosysUniqueCellTypes: 68
  ys_warn_count: 4
  edf_count: 0
  top_area_cell: "dlxtn_1"
  ys_top_cells_by_area: "dlxtn_1 (65%), a22oi_1 (7.2%), a32oi_1 (3.9%)"
  synthCells: 4731
  yosysTopAreaCellShare: 0.654
status:
  violations: "max-capacitance violations, max-slew violations"
  outcome: "finished, violations left"
final_layout:
  area_growth_pct: 10.8
  final-instance-count-excl-fill: 6687
  finish.utilization: 0.448
  layout-drive-gt1-share: 0.107
hold_path:
  min_path_type: "in -> reg"
  min_from: "preset"
[report_power, final]
group | leakage [nW] | switching (mW) | internal (mW)
Combinational | 5.62 | 4.12 | 1.20
Clock | 0.0391 | 0.0577 | 0.283
Sequential | 17.0 | 0.859 | 3.19
Total | 22.7 | 5.03 | 4.68
[Yosys cell counts (all sizes together), types with 10 or more instances]
cell,n
nor4b,10
nand4bb,11
a221oi,39
a222oi,57
xnor2,21
nor4bb,12
a221o,10
o22a,10
and3,74
nand4,121
buf,153
nor4,74
or4,19
a2111oi,24
a32o,12
o2111ai,10
o22ai,144
mux2,10
a32oi,215
a22o,60
nor2,185
o21ai,27
dlxtn,2085
a22oi,460
nand2,306
o211ai,12
nand3,214
clkbuf,190
nor3,23
a21oi,39
[area by class of cell]
type,count,area (um2)
fillers,11200,65400
flip-flops and latches,2087,31400
multi-input cells,2292,15500
repair buffers,439,3390
well taps,1600,2000
diodes,257,643
clock buffers,3,75.1
inverters,9,33.8
[worst paths after layout]
path	endpoint	slack (ns)	depth (start not counted)
setup / recovery	mast.state[0]$_SDFF_PP0_	0.84	2
hold / removal	mast.state[1]$_SDFF_PP0_	0.88	2
[registers in the layout, indices dropped and copies added, names as in the netlist]
name	count
mast.state	2
slv1.prdata	8
mast.paddr	9
slv1.mem	2048
mast.penable	1
mast.pwrite	1
mast.apb_read_data	8
mast.next_state	2
mast.pwdata	8
[logic make-up (layout without fill, tap and decap cells)]
| logic type | count (synthesis) | after routing | synth area share |
|---|---|---|---|
| other cells | 0 | 257 | 0 |
| simple gates | 1100 | 1100 | 0.118 |
| flops | 2 | 2 | 0.000837 |
| buf+inv | 352 | 451 | 0.0307 |
| latches | 2085 | 2085 | 0.654 |
| fa+ha+maj | 4 | 4 | 0.00105 |
| compound gates | 1149 | 1149 | 0.188 |
| mux | 13 | 13 | 0.00298 |
| xor+xnor | 26 | 26 | 0.00476 |
[per-stage QoR]
stage | total power, mW | area, um2
after CTS | 9.13 | 52400
after global placement | 8.72 | 52300
after global routing | 9.62 | 52800
after floorplan | 6.25 | 47800
after detailed placement | 8.77 | 52300
final | 9.71 | 53000
[metal layers]
layer / GRT usage / vias to the layer above
met5: 0.348 / -
met4: 0.587 / 99
met3: 0.555 / 2193
met2: 0.778 / 6466
met1: 0.703 / 24900
li1: - / 18100
[cell usage in the layout (no fill, tap or decap), types with 57 or more instances in the layout]
cell / instances
nor4_1: 68
a32oi_1: 215
a222oi_1: 57
diode_2: 257
o22ai_1: 144
nand2_1: 304
dlxtn_1: 2069
nand3_1: 214
a22o_1: 60
a22oi_1: 460
and3_1: 72
buf_4: 402
nor2_1: 159
nand4_1: 121
Power and IR drop assume default switching activity.
