[flow/config.mk]
export PLATFORM = sky130hd
export DESIGN_NAME = slaver2
export DESIGN_NICKNAME = slaver2
export VERILOG_FILES = /design/flow/design.v
export SDC_FILE = /design/flow/constraint.sdc
export NUM_CORES = 4
export LEC_CHECK = 1
export CORE_UTILIZATION = 50
[flow/constraint.sdc]
current_design slaver2

set clk_period 1.0
set clk_io_pct 0.2

create_clock -name clk0 -period $clk_period

set non_clock_inputs [all_inputs -no_clocks]
set_input_delay [expr $clk_period * $clk_io_pct] -clock clk0 $non_clock_inputs
set_output_delay [expr $clk_period * $clk_io_pct] -clock clk0 [all_outputs]
[flow/design.v]
`timescale 1ns/1ps
module slaver2(
  input pwrite,psel,penable,pclk,preset,
  input [7:0] paddr,pwdata,
  output reg [7:0] prdata,
  output reg pready
);
  reg [7:0] mem [0:63];
  always @(*) begin
    if(preset)
      pready <=0;
    else begin
      if(psel && pwrite && penable)begin
        pready<=1;
        mem[paddr]<=pwdata;
      end
      else if(psel && !pwrite && penable)begin
         pready<=1;
        prdata<= mem[paddr];
      end
      else
        pready<=0;
    end
  end 
endmodule
[flow/run.sh]
#!/bin/bash
# OpenROAD 26Q1-2900-gdf79404cd8, Yosys 0.63+post, stock flow scripts
make -C /OpenROAD-flow-scripts/flow DESIGN_CONFIG=/design/flow/config.mk WORK_HOME=/design/flow/orfs finish
==> results_dict.tcl <==
# flow metrics
set metrics [dict create \
    untimed_endpoints 528 \
    ios 30 \
    grt_max_degree 65 \
    yosys_warnings 2 \
    min_period_ns 0.859 \
    mostFrequentLayoutCells "dlxtn_1, nand2_1, a22oi_1" \
    remaining_drc_errors 0 \
    unclocked_pins 520 \
    status "complete, no violations" \
    post_cts_buffers 0 \
    lay_top_count "dlxtn_1" \
    synth_top_flop_cell "dlxtn_1" \
    slew_viol_final 0 \
    die_height_um 160 \
    warnings 35 \
    routed_wl_um 49700 \
    vias_per_cell 6.78 \
    cp.required_ns 0.80 \
    hold_ws_ns 0.764 \
    setup_tns_ns 0 \
    hold_depth 3 \
    dr.first_iter.drc_count 1135 \
    report.final.setup_viol 0 \
    critical-path-max-stage-delay_ns 0.24 \
    cp_slowest_cell "dlygate4sd2_1" \
    p_leak_nw 5.59 \
    ctsHoldBuffers 0 \
    num_rows 57 \
    fill_cells 2209 \
    synth_cell_types 66 \
    diodes 0 \
    ys_cells 1223 \
    crit_path_cell_trace "dlygate4sd2_1, nor2_2, buf_2" \
    design_area_sq_um 12900 \
    syn_area_per_cell_sq_um 10.2 \
    hold_class "in -> out" \
    synth-seq-cells 520 \
    cap_viol_max_count 0 \
    gp_congestion 1.04 \
    grt.total_usage_pct 41.5 \
    critPathMaxFanout 2 \
    wl_per_cell_um 32.7 \
    dr.pass1.iters 5 \
    synthToLayoutAreaGrowth_pct 3.73 \
    grt-ovfl-total 0 \
    place_area_sq_um 12900 \
    syn_inst 1223 \
    ant_nets 0 \
    cts_resized 7 \
    syn-cell-area_sq_um 12400 \
    die_x_um 160 \
    setup_ws_ns 0.141 \
    rsz0062_at_grt "no" \
    chip_area_sq_um 25500 \
    slew_headroom_pct 37.9 \
    worst_pin_slew_ns 0.929 \
    port_buffers 27 \
    antenna_found_initial 1 \
    async_reset_ff_share_pct 0 \
    drive_gt1_share_pct 7.10 \
    path_class "in -> out" \
    fmax_mhz 1160 \
    vias 10300 \
    fin_util_pct 53.0 \
    crit_path_end_kind "primary output" \
    coreArea_sq_um 24300 \
    initCoreUtil_pct 51.1 \
    grt_first_pass_wirelength_um 71300 \
    dp_hpwl_um 31600 \
    grt_pass1_vias 9759 \
    finalCritPeriodShare_pct 85.9 \
    arrival_ns 0.66 \
    ys_area_sq_um 12400 \
    critPathLaunchType "input port" \
    ir_drop_v 0.000601 \
    edf_count 0 \
    dp_slack_ns -0.509 \
    report.final.hold_viol_count 0 \
    power_density_nw_per_um2 284 \
]
## final cells by class
type / instances / area [sq um] / share of cell area (%)
Tap cell: 324 / 405 / 3.15
Timing Repair Buffer: 65 / 497 / 3.86
Sequential cell: 520 / 7810 / 60.6
Inverter: 1 / 3.75 / 0.0291
Multi-Input combinational cell: 612 / 4170 / 32.4
## kinds of logic (layout without fill, tap and decap cells)
kind of cell	count (synthesis)	after routing	share of synthesized area, %
latches	520	520	62.9
simple gates	314	314	13.9
compound gates	275	275	17.1
buf+inv	91	66	4.07
mux	23	23	2.06
## metal layers
metal | wire length, um | share of wire [%] | global-route usage, %
met1 | 19000 | 38 | 60.3
met2 | 21300 | 43 | 59.0
met3 | 7070 | 14 | 15.8
met4 | 2290 | 4.6 | 15.4
met5 | 18 | 0.036 | 0
## metrics by stage
stage,power (mW),instances
2_1_floorplan,2.53,1223
3_3_place_gp,3.58,1522
3_5_place_dp,3.60,1522
4_1_cts,3.61,1522
5_1_grt,3.83,1522
6_report,3.66,1522
## critical path, delay by kind of cell
kind,cells,cell delay (ns)
and+or+nand+nor,1,0.12
buffers and inverters,2,0.34
## state kept, by name (all words and copies together) (netlist names)
| register | flops |
|---|---|
| prdata | 8 |
| mem | 512 |
## synth_stat cells (all sizes together), types with 5 or more instances
cell | count | area (sq um)
a31oi | 11 | 68.8
buf | 55 | 369
nand3 | 65 | 325
and4 | 6 | 52.6
nor2b | 5 | 31.3
and3 | 8 | 50.1
nor3 | 11 | 55.1
and2 | 5 | 31.3
a22oi | 79 | 598
dlxtn | 520 | 7810
a2111oi | 6 | 60.1
nand4 | 26 | 163
a32oi | 55 | 482
a22o | 26 | 228
mux2 | 10 | 113
o22ai | 5 | 31.3
a21oi | 25 | 125
a221oi | 15 | 138
o21ai | 20 | 100
nor4 | 9 | 62.6
a32o | 7 | 70.1
mux2i | 12 | 120
nand2 | 95 | 357
nor2 | 46 | 190
clkbuf | 35 | 133
## path summary, 6_finish.rpt
check,start,endpoint
max,preset,pready
min,preset,pready
## power by group
group | internal [mW] | switching (mW) | total, mW | leakage [nW]
Clock | 0 | 0 | 0 | 0
Sequential | 1.40 | 0.280 | 1.68 | 4.24
Combinational | 0.621 | 1.37 | 1.99 | 1.36
Total | 2.02 | 1.65 | 3.66 | 5.59
Power is estimated from default activity; no workload was simulated.
