[./constraint.sdc]
current_design dual_portram

set clk_period 11.3
set clk_io_pct 0.2

create_clock -name clk0 -period $clk_period [get_ports {clk}]

set non_clock_inputs [all_inputs -no_clocks]
set_input_delay [expr $clk_period * $clk_io_pct] -clock clk0 $non_clock_inputs
set_output_delay [expr $clk_period * $clk_io_pct] -clock clk0 [all_outputs]
[./design.v]
module dual_portram(clk,reset,address_a,address_b,write_en_a,write_en_b,data_in_a,data_in_b,data_out_a,data_out_b);
  input clk,reset,write_en_a,write_en_b;
  input [7:0] data_in_a,data_in_b,address_a,address_b;
  output [7:0]data_out_a,data_out_b;
  parameter SIZE=8;
 parameter WIDTH=1024; 
  int i;
  reg [SIZE-1:0] data_reg [WIDTH-1:0];
  reg [SIZE-1:0]out_a,out_b;
  always @(posedge clk) begin
    if(reset) begin
      for(i=0;i<WIDTH;i=i+1)begin
        data_reg[i]<=0;
      end
      out_a<=8'b0;
      out_b<=8'b0;
       end
    if(write_en_a)
      data_reg[address_a]<=data_in_a;    
    else
      out_a<=data_reg[address_a];
    if(write_en_b)
      data_reg[address_b]<=data_in_b;    
    else
      out_b<=data_reg[address_b];
  end
  assign data_out_a = out_a;
  assign data_out_b = out_b;
endmodule
[./run.sh]
#!/bin/bash
# OpenROAD 26Q1-2900-gdf79404cd8, Yosys 0.63+post, stock flow scripts
make -C /OpenROAD-flow-scripts/flow DESIGN_CONFIG=/design/flow/config.mk WORK_HOME=/design/flow/orfs finish
[./config.mk]
export PLATFORM = sky130hd
export DESIGN_NAME = dual_portram
export DESIGN_NICKNAME = dual_portram
export VERILOG_FILES = /design/flow/design.v
export SDC_FILE = /design/flow/constraint.sdc
export NUM_CORES = 4
export LEC_CHECK = 1
export CORE_UTILIZATION = 30
export SYNTH_MEMORY_MAX_BITS = 65536
==> flow_metrics.tcl <==
# flow metrics
set metrics [dict create \
    cts_hold_buf 0 \
    utilization_pct 33.6 \
    fin_crit_sh_pct 59.6 \
    max_stage_delay_ps 940 \
    io_buffers 51 \
    reg2reg_from "data_reg[186][4]" \
    grt_pass1_vias 99100 \
    dieWidth_microns 643 \
    place_congestion 1.12 \
    worst_pin_slew_ps 1600 \
    switching_share_pct 29.4 \
    synth-main-ff-cell "edfxtp_1" \
    crit_required_ps 12000 \
    largest_reg_flops 2048 \
    violations "max-capacitance violations, max-slew violations" \
    status "complete, but fails checks" \
    drv_cap 1 \
    path_common_cell "buf_4" \
    cts_buffers 236 \
    row_count 235 \
    dpl.hpwl_mm 471 \
    area_growth_pct 11.5 \
    wl_per_cell_microns 46.1 \
    critPathTopFamily "buffers and inverters" \
    drive_gt1_share_pct 20.3 \
    netlist_area_sq_mm 0.123 \
    topCellsByArea "edfxtp_1 (50%), a22o_1 (15%), mux2i_1 (9.1%)" \
    power_density_mw_per_mm2 146 \
    crit_type "primary input to register" \
    yosysSeqAreaShare_pct 50.3 \
    fp.dieH_microns 643 \
    top_area_share_pct 50.3 \
    io_pins 52 \
    holdCritStartpoint "data_reg[182][5]" \
    post_cts_buffers 0 \
    cts_tree "done" \
    fin_cells 14800 \
    final_hold_viol_count 0 \
    warning_count 26 \
    finalCriticalPeriod_ps 6740 \
    final_cell_mix "edfxtp_1 (2064), a22o_1 (2062), mux2i_1 (1116)" \
    crit_path_end_kind "register" \
    clkTransAtPathRegs_ps 60 \
    whs_ps 1150 \
    grt_setup_unrepaired "false" \
    edf_count 2064 \
    avgSynthCellArea_sq_um 13.2 \
    clockBufferDepth 4 \
    crit_slowest_cell "nor4_1" \
    vdd_drop_max_mv 0.152 \
    start_kind "primary input" \
    antenna_found_initial 78 \
    cts_resized 0 \
    synth.largest_area_cell "edfxtp_1" \
    yosys.stat.chipArea_sq_mm 0.123 \
    floorplanUtilization_pct 30.1 \
    first_pass_iters 7 \
    viasPerCell 6.77 \
    grt_pass1_wl_mm 901 \
    cp_cell_sequence "buf_12 > buf_12 > buf_4 > buf_4 > mux2i_1 > o22ai_1 > or4_1 > nor4_1 > buf_4 > a31oi_1 > a221oi_1 > a311oi_1" \
    rr_endpoint "out_a[4]" \
    r2r_cells 7 \
    numClockSinks 2064 \
    dieArea_sq_mm 0.413 \
    max_slew_margin_pct -8.12 \
    power.leakage_nw 46.4 \
    netlist_instances 9355 \
    slew_violations 2 \
    clock.fmax_mhz 148 \
    comb_power_share_pct 14.3 \
    lay_top_count "edfxtp_1" \
    critical_path_buf_inv_count 5 \
    yosysWarnings 1 \
    htree_levels 4 \
    grt_usage_pct 34.0 \
    tns_ps 0 \
    fin_skew_ps 57.2 \
    cp-startpoint "address_b[0]" \
    grt_start_max_net_pins 92 \
    vias 100000 \
    core-area_sq_mm 0.409 \
    drc 0 \
    dp_cells 14300 \
    gr-total-overflow 0 \
    ys_async_sr_fraction_pct 0 \
    hold_depth 4 \
    clockRootBuffer "clkbuf_16" \
    internal_power_mw 14.2 \
    totalWireLength_mm 682 \
    p_seq_share_pct 45.7 \
    synth_cell_types 87 \
    ys_cells 9355 \
    worstHoldPathType "register to register" \
    synth_flops 2064 \
    power_switching_mw 5.90 \
    setup_violations 0 \
    r2r_setup_slack_ps 7420 \
    whs_endpoint "out_b[5]" \
    antenna_left 0 \
    clockPowerShare_pct 39.9 \
    arrival_ps 7440 \
    clk_latency_ps 1020 \
    first_iter_violations 10900 \
    crit_fanout 72 \
]
-- cell usage after synthesis (58+ instances only) --
library cell	instances
edfxtp_1	2064
a22o_1	2062
mux2i_1	1116
clkbuf_1	616
mux4_2	470
o22ai_1	454
nor2_1	425
or3_1	260
nor2_2	208
nand2_1	190
nor3_2	180
buf_2	172
buf_4	141
nor3_1	115
a22oi_1	85
nor4_1	82
buf_6	73
a21oi_1	68
nand3_1	58
-- routing by layer --
layer  vias to the layer above  GRT usage (%)  wire length, microns
li1                      38500              -                     -
met2                      9208           44.7                275000
met3                      2369           27.2                129000
met5                         -           7.34                  3410
met1                     50000           35.4                211000
met4                       116           24.8                 64200
-- cell type report --
class | count | area, sq um
fill | 39300 | 272000
inverter | 8 | 30.0
antenna | 84 | 210
clock inverter | 173 | 1790
clock buffer | 271 | 6060
timing repair buffer | 509 | 4220
tap | 5451 | 6820
multi-input combinational | 6246 | 56400
sequential | 2064 | 62000
-- stage by stage --
step	cell area [sq um]	power, mW	worst slack [ps]
floorplan	123000	10.6	6950
global placement	129000	12.0	3750
detailed placement	129000	12.0	3770
CTS	137000	19.9	4770
global route	137000	20.3	4390
finish	137000	20.1	4560
-- worst min-delay path: stages, from the launching register on --
cell and delay, ps:
edfxtp_1 340, mux4_2 280, a21oi_1 170, o2bb2ai_1 150, a22o_1 130
-- power groups by stage --
stage | Combinational [mW] | Clock, mW | Sequential (mW)
CTS | 2.70 | 8.02 | 9.16
global route | 2.83 | 8.27 | 9.20
finish | 2.88 | 8.01 | 9.18
-- worst max path at each step --
stage                 endpoint  slack [ps]  cells after the start
final                 out_b[6]        4560                     12
after CTS             out_b[0]        4770                     11
after global routing  out_b[6]        4390                     12
-- logic make-up after synthesis --
kind of cell | Yosys count | share of synthesized area [%]
compound gates | 2927 | 19.3
flops | 2064 | 50.3
simple gates | 1713 | 8.18
mux | 1606 | 17.9
buf+inv | 1045 | 4.30
Power and IR drop assume default switching activity.
